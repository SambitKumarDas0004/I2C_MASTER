==> flow/design.v <==
`timescale 1ns / 1ps
module master(
              sda ,
			  scl ,
			  clk ,
			  start,
			  bus_addr_master,
			  bus_in_master,
			  bus_out_master );
			  inout    	    sda		; 	 
			  inout             scl		; 	 
			  input             clk;
			  input 	    start;
			  input      [7:0]  bus_addr_master;     
			  input      [7:0]  bus_in_master;       
			  output reg [7:0]  bus_out_master;      
				 reg  ctrl_sda	;                
			         reg  scl_out	;                
				 wire  scl_out2	;                
	assign sda = (ctrl_sda==1'b1) ? 1'b0 : 1'bz  ;           
	reg    [3:0]   bit_count;	 
	parameter [3:0]	IDEAL 		= 4'd0,
			START		= 4'd1,
			ADDRESS_OUT     = 4'd2,
			ACK1            = 4'd3,
			DATA_OUT	= 4'd4,
			ACK2            = 4'd5,
			DATA_IN         = 4'd6,
			ACK3            = 4'd7,
			STOP 		= 4'd8,
			RPT_START       = 4'd9;
	reg       [3:0] next_state, present_state;
	initial begin
        ctrl_sda        = 1'b0;
        scl_out         = 1'b1;
        bit_count       = 4'd0;
        present_state   = IDEAL;
        next_state      = IDEAL;
        bus_out_master  = 8'd0;
    end
		always@(posedge clk) begin
		     scl_out = ~scl_out;    
		end
                     assign scl_out2 = (present_state!=IDEAL)? scl_out :1'b1; 
                     assign scl = scl_out2;
		always@(negedge scl_out) begin
			 present_state = next_state	; 
		end
		always@(negedge scl_out) begin
		ctrl_sda   = 1'b0;
		    case(present_state) 
			    IDEAL 	      : begin
			                                  if(start==1'b1) begin
								next_state = START;
							  end	
						end
			    START             : begin
				                                next_state = ADDRESS_OUT;
								ctrl_sda   = 1'b1;
								bit_count  = 4'd0;
						end
                            ADDRESS_OUT       : begin
							  if(bit_count<4'd7) begin
								ctrl_sda   = ~bus_addr_master[7-bit_count];
								bit_count  = bit_count +1'b1;
							  end else if(bit_count==4'd7) begin
									ctrl_sda   = ~bus_addr_master[0];
									next_state = ACK1;
							  end		
						end	
			    ACK1	      : begin
			                                        bit_count  = 4'd0;
								ctrl_sda   = 1'b0;
							  if(sda == 1'b0) begin
								if(bus_addr_master[0]) begin
									next_state = DATA_IN;
								end else 
									next_state = DATA_OUT;
							  end else if(sda == 1'b1) begin
									next_state = STOP;
			                                  end    
						 end	
                            DATA_OUT          :  begin
				                          if(bit_count<4'd7) begin
									ctrl_sda   = ~bus_in_master[7-bit_count];
									bit_count  = bit_count + 1'b1;
							  end else if(bit_count==4'd7) begin
									ctrl_sda   = ~bus_in_master[0];
									next_state = ACK2;
			                                  end    
						end
			    ACK2              : begin
				                                        ctrl_sda   = 1'b0;
				                                        bit_count = 4'd0;
								if(sda) begin
									 next_state = STOP;
								end else if(bus_addr_master[0]==1'b0) begin 
									next_state = DATA_OUT;
								end else   
									next_state = RPT_START;
			                                                bit_count  = 4'd0;
						end
		            DATA_IN           : begin
								if(bit_count < 4'd7) begin
									bus_out_master[7-bit_count] = sda;
									bit_count = bit_count + 1'b1;
								end else if(bit_count==4'd7) begin
									bus_out_master[0] = sda;
									next_state = ACK3;
			                                        end    
                                                end
		            ACK3              : begin
									ctrl_sda   = 1'b1;
			                                                bit_count=4'd0;
			                                        if(sda) begin
									next_state = STOP;
								end else if(bus_addr_master[0]==1'b1) begin 
									next_state = DATA_OUT;
								end else   
									next_state = RPT_START;
			                                                bit_count  = 4'd0;	  
						end
                            STOP              : begin
                                                        next_state = IDEAL;
                                                        ctrl_sda   = 1'b0;
						end	
		            RPT_START         : begin
				                         next_state = ADDRESS_OUT;
				                         ctrl_sda   = 1'b0;
						end
                            default           : begin           
                                                        next_state  = IDEAL;
			                        end          							   
			endcase
		end		
endmodule												
==> flow/run.sh <==
#!/bin/bash
# OpenROAD 26Q1-2900-gdf79404cd8, Yosys 0.63+post, stock flow scripts
make -C /OpenROAD-flow-scripts/flow DESIGN_CONFIG=/design/flow/config.mk WORK_HOME=/design/flow/orfs finish
==> flow/config.mk <==
export PLATFORM = sky130hd
export DESIGN_NAME = master
export DESIGN_NICKNAME = master
export VERILOG_FILES = /design/flow/design.v
export SDC_FILE = /design/flow/constraint.sdc
export NUM_CORES = 4
export LEC_CHECK = 1
export CORE_AREA = 10 10 86 86
export DIE_AREA = 0 0 96 96
==> flow/constraint.sdc <==
current_design master

set clk_period 1.4
set clk_io_pct 0.2

create_clock -name clk0 -period $clk_period [get_ports {clk}]

set non_clock_inputs [all_inputs -no_clocks]
set_input_delay [expr $clk_period * $clk_io_pct] -clock clk0 $non_clock_inputs
set_output_delay [expr $clk_period * $clk_io_pct] -clock clk0 [all_outputs]
==> flow_summary.yaml <==
# synthesis and place-and-route metrics
logic_synthesis:
  ys_types: 30
  ys_area_um2: 1020
  xor_area_share_pct: 2.56
  top_area_cell: "edfxtp_1"
  yosys-top-cells-count: "16 x edfxtp_1, 9 x nand2_1, 9 x nor2_1, 7 x inv_1, 6 x ha_1"
  mux_area_share_pct: 0
  ys_seq_share_pct: 56.7
  adder_share_pct: 7.33
  ys_sh_simple_pct: 17.2
  synthTopLogicFamily: "simple AND/OR/NAND/NOR gates"
  yosysWarnings: 2
  edf_count: 16
  top_cell_area_share_pct: 46.9
  ys_ff: 21
  synth_cells: 92
  async_reset_ff_share_pct: 0
  syn_area_um2: 1020
  yosysCellCount: 92
  aoi_share_pct: 11.8
  synthFlopType: "edfxtp_1"
  avgSynthCellArea_um2: 11.1
  top_cell: "edfxtp_1"
  top_cells_by_area: "edfxtp_1 47%, dfxtp_1 9.8%, ha_1 7.3%, nand2_1 3.3%, nor2_1 3.3%"
worst_setup_path:
  reg2reg_depth: 2
  cp.depth: 2
  worst_setup_path_start_kind: "flop"
  critPathCaptureType: "output port"
  crit_start: "scl_out"
  cp-endpoint: "scl"
  regToRegSetupSlack_ns: 0.72
  path_max_fanout: 2
  path_buffers: 1
  critical_path.top_delay_family: "flip-flops"
  crit_type: "reg2out"
  cp_cell_sequence: "inv_1, nand2_1"
  r2r-start: "scl_out"
  cp.required_ns: 1.12
  reg2reg_to: "scl_out"
  crit_arrival_ns: 0.43
  critPathMaxStageDelay_ns: 0.27
  slowest_stage: "dfxtp_1"
clock_network:
  cts-resized-gates: 0
  clock_latency_ns: 0
  postCtsSetupBuffers: 0
  hold_buffers: 0
  clk_pin_slew_ns: 0
routing:
  routed_wl_um: 1780
  wl_per_cell_um: 10.4
  drc: 0
  num_vias: 662
  drt_iter0_drc: 66
  vias_per_cell: 3.85
  diodes: 0
  dr.pass1.iters: 4
  final_antenna_net_count: 0
flow_run:
  warning_count: 46
  max-cap-violations: 0
final_timing:
  finalHoldViolCount: 0
  finalSetupViolCount: 0
  slew_violations: 0
  fin_crit_ns: 0.714
  setup_tns_ns: 0
  layout_setup_ws_ns: 0.686
  rsz0062_at_grt: "no"
  period_used_pct: 51.0
  unclocked_pins: 20
  untimed_endpoints: 44
  fmax_mhz: 1400
  fin_skew_ns: 0
placed_design:
  io_buffer_count: 10
  gp_congestion: 0.809
  place_area_um2: 1210
  dp_hpwl_um: 1470
  place_ws_ns: 0.670
global_route:
  gr-total-overflow: 0
  grt_pass1_vias: 627
  grt_pass1_wl_um: 2990
  grt_max_degree: 22
  antenna_found_initial: 0
  grt_util_all_layers_pct: 3.88
power_and_ir_drop:
  power_density_nw_per_um2: 32.9
  pwr-share-comb_pct: 25.7
  vdd_drop_max_uv: 41.1
  power_leakage_uw: 0.000417
  p_int_uw: 35.8
  sw_frac_of_total_pct: 9.95
  p_clk_share_pct: 0
  p_switching_uw: 3.96
  p_seq_share_pct: 74.3
finish:
  area_growth_syn_to_layout_pct: 17.8
  layout-drive-gt1-share_pct: 4.00
  design_area_um2: 1210
worst_hold_path:
  hp-class: "reg2reg"
die:
  floorplan.rows: 27
  io_pins: 28
  die.size.y_um: 96
  fp.dieW_um: 96
  core_um2: 5540
  die_area_um2: 9220
  initCoreUtil_pct: 18.5
status:
  status: "finished, final reports clean"
## tightest hold or removal path: stages (launching register included)
cell and delay (ns):
dfxtp_1 0.28, inv_1 0.06, buf_4 0.20
## power groups by stage
stage | clock network, uW | registers, uW | logic, uW
4_1_cts | 0 | 29.5 | 10.6
5_1_grt | 0 | 29.5 | 11.4
6_report | 0 | 29.5 | 10.2
## worst min path at each step
stage	cells past startpoint	startpoint	to	slack (ns)
final	2	scl_out	scl_out	0.62
after global routing	2	scl_out	scl_out	0.66
after CTS	2	scl_out	scl_out	0.63
## logic make-up (layout without fill, tap and decap cells)
logic type	after synthesis	count (layout)
buffers and inverters	10	18
flip-flops	21	21
other	1	1
AND-OR/OR-AND	18	18
adder cells (fa/ha/maj)	6	6
XOR/XNOR	3	3
AND/OR/NAND/NOR	33	33
## area by class of cell
cell class                 count  area (um^2)
inverter                       7         26.3
timing repair buffer          11          108
multi-input combinational     61          403
fill                         613         4330
sequential                    21          581
tap                           72         90.1
## cells in the final DEF (no fill, tap or decap), types with 3 or more instances in the layout
cell,instances
a21oi_1,5
nor2_1,9
inv_1,7
dfxtp_1,5
clkdlybuf4s50_1,10
ha_1,6
edfxtp_1,16
nand2b_1,3
nand2_1,9
## flip-flops by register name, indices dropped and copies added, names as in the netlist
name	cells
bus_out_master	8
bit_count	4
next_state	4
present_state	4
scl_out	1
## metal layers
layer	vias to the layer above	wire length, um	global-route usage (%)
li1	346	-	-
met4	0	0	0
met3	0	41	0.314
met2	8	867	6.78
met5	-	0	0
met1	308	872	5.49
## metrics by stage
step | util (%) | total power, uW | hold WS (ns) | instances
after floorplan | - | 34.1 | 0.546 | 92
after global placement | 21.8 | 40.0 | 0.630 | 172
after detailed placement | 21.8 | 40.1 | 0.633 | 172
after CTS | 21.8 | 40.1 | 0.633 | 172
after global routing | 21.8 | 41.0 | 0.659 | 172
final | 21.8 | 39.8 | 0.619 | 172
No activity file was given, so power comes from the tool's default toggle rates.
